File: flow/design.v
module TC(
    input clk,
    input reset,
    input [31:2] Addr,
    input WE,
    input [31:0] Din,
    output [31:0] Dout,
    output IRQ
    );
	reg [1:0] state;
	reg [31:0] mem [2:0];
	reg _IRQ;
	assign IRQ = mem[0][3] & _IRQ;
	assign Dout = mem[Addr[3:2]];
	wire [31:0] load = Addr[3:2] == 0 ? {28'h0, Din[3:0]} : Din;
	integer i;
	always @(posedge clk) begin
		if(reset) begin
			state <= 0; 
			for(i = 0; i < 3; i = i+1) mem[i] <= 0;
			_IRQ <= 0;
		end
		else if(WE) begin
			mem[Addr[3:2]] <= load;
		end
		else begin
			case(state)
				2'b00 : if(mem[0][0]) begin
					state <= 2'b01;
					_IRQ <= 1'b0;
				end
				2'b01 : begin
					mem[2] <= mem[1];
					state <= 2'b10;
				end
				2'b10  : 
					if(mem[0][0]) begin
						if(mem[2] > 1) mem[2] <= mem[2]-1;
						else begin
							mem[2] <= 0;
							state <= 2'b11;
							_IRQ <= 1'b1;
						end
					end
					else state <= 2'b00;
				default : begin
					if(mem[0][2:1] == 2'b00) mem[0][0] <= 1'b0;
					else _IRQ <= 1'b0;
					state <= 2'b00;
				end
			endcase
		end
	end
endmodule
File: flow/run.sh
#!/bin/bash
# OpenROAD 26Q1-2900-gdf79404cd8, Yosys 0.63+post, stock flow scripts
make -C /OpenROAD-flow-scripts/flow DESIGN_CONFIG=/design/flow/config.mk WORK_HOME=/design/flow/orfs finish
File: flow/config.mk
export PLATFORM = sky130hd
export DESIGN_NAME = TC
export DESIGN_NICKNAME = TC
export VERILOG_FILES = /design/flow/design.v
export SDC_FILE = /design/flow/constraint.sdc
export NUM_CORES = 4
export LEC_CHECK = 1
export CORE_UTILIZATION = 40
File: flow/constraint.sdc
current_design TC

set clk_period 9.8
set clk_io_pct 0.2

create_clock -name clk0 -period $clk_period [get_ports {clk}]

set non_clock_inputs [all_inputs -no_clocks]
set_input_delay [expr $clk_period * $clk_io_pct] -clock clk0 $non_clock_inputs
set_output_delay [expr $clk_period * $clk_io_pct] -clock clk0 [all_outputs]
==> ci_impl_report.md <==
### Metrics collected by this job

| Metric | Value |
|---|---|
| Status | completed |
| Top cell area share | 56.55% |
| Worst setup startpoint | Addr[2] |
| GPL Wtd Cong | roughly 0.83 |
| Post-CTS setup buffers | 0 |
| Share of cells above drive strength 1 | 15.61% |
| Cts bufs inserted | 17 |
| Vias/cell | 5.609 |
| Count leader, synth | edfxtp_1 |
| Dpl cells | 848 |
| WP data arrival | 3720 ps |
| Setup crit end kind | output pin |
| Port Buf Inserts | a little under 70 |
| Gr ovfl total | 0 |
| Residual DRC | 0 |
| # rows | 47 |
| Final Max Slew Viols | 0 |
| Leak Pwr | 0.003098 uW |
| Initial antenna violation count | 0 |
| DR WL/cell | 20.66 um |
| Die Wd | 132.4 um |
| Top area cell types | edfxtp_1 57%, mux4_2 11%, nor2_1 4.5% |
| # Cells Yosys | 552 |
| Tightest Pin Transition | 975.3 ps |
| # diodes | 0 |
| Maximum VDD drop | ~130 uV |
| WP buf/inv | 3 |
| Tot GR Track Use | 23.16% |
| Core Area | 16,580 um^2 |
| HPWL after DPL | 10.98 mm |
| Drt total wl | between 15 and 20 mm |
| Chip area in the Yosys report | around 6800 um^2 |
| Number of enable flip-flop cells | 128 |
| Setup_tns | 0 ps |
| Finished Core Util | around half |
| Non-filler cells, final | 880 |
| Setup CP Type | in -> out |
| R2R Path Start | mem[2][16] |
| Vias | 4,936 |
| Max cap viols | 0 |
| Die area | 17,520 um^2 |
| CTS root buf | clkbuf_16 |
| Clock sink total | 133 |
| Commonest flop | edfxtp_1 |
| Rel. slew slack | 34.82% |
| Cycle use final | 57.99% |
| Syn Inst Count | 552 |
| Required @ worst endpoint | 7840 ps |
| Min cycle time layout | 5683 ps |
| Startpoint Class | primary input |
| Drt pass-1 iters | 4 |
| Fmax | 176.0 MHz |
| Sequential element share of the synthesized area | 58.03% |
| H-tree depth | 4 |
| Mapped Area | 6797 um^2 |
| PwrDens | 169.2 nW/um^2 |
| Worst Skew | 8.660 ps |
| Crit-path max cell delay | 640 ps |
| I/O pin total | 98 |
| Async SR Flop Fraction | 0% |
| Max Buffers Root-to-Sink | 2 |
| Final Hold Fails | 0 |
| Setup violators final | 0 |
| Unrepaired setup endpoints after global routing | false |
| Crit-path max FO | 37 |
| Skew-Pair Late Insertion Delay | between 400 and 500 ps |
| First-pass GRT wire length | 28.57 mm |
| DIE HEIGHT | 132.4 um |
| Flops after synth | 133 |
| Most frequent cells after synthesis | 128 x edfxtp_1, 81 x nor2_1, 43 x nand2_1, 32 x mux4_2, 31 x clkbuf_1 |
| Worst hold margin | 446.2 ps |
| Initial Utilization | 40.98% |
| Post-Syn Area per Cell | 12.31 um^2 |
| CP delay by family, top | buffers and inverters |
| CTS tree | built |
| ANT nets after route | 0 |
| Worst hold path class | reg -> reg |
| Hold Buf Count CTS | 0 |
| Fillcell total | 1,418 |
| Synth-to-layout area growth | 23.90% |
| Largest net degree at the start of global routing | 40 |
| Post-synth top area cell | edfxtp_1 |
| Clock-pin slew on the worst setup and hold paths | 60 ps |
| Cell Chain, Critical Path | buf_2 -> buf_4 -> mux4_2 -> clkdlybuf4s50_1 |
| Warnings from Yosys | 1 |
| Cell with the largest stage delay on the worst path | mux4_2 |
| Tool warning count | 54 |
| PostCTS Resize Cnt | 0 |
| Yosys cell types | approximately 54 |
| Starting DRT DRC Count | 332 |
| Min-Delay Startpoint | state[3] |
| Vias in the first global route | between 5,000 and 6,000 |
==> metal layers <==
| layer | global-route usage [%] | routed length (um) | up-vias |
|---|---|---|---|
| li1 | - | - | 2271 |
| met5 | 0.5556 | 0 | - |
| met3 | 10.72 | 1917 | 11 |
| met4 | 1.980 | 112 | 0 |
| met2 | 34.62 | 8550 | 249 |
| met1 | 34.69 | 7601 | 2405 |
==> power by group <==
part	internal (uW)	total (uW)	switching [uW]
Sequential	659	678	18.7
Combinational	81.3	158	77.2
Clock	352	588	236
==> per-stage QoR <==
stage                     cell area [um^2]  setup WS (ps)  power, uW
after floorplan                       6898           4208      769.3
after global placement                7869           4089      845.3
after detailed placement              7869           4080      847.0
after CTS                             8421           4075       1429
after global routing                  8421           3982       1473
final                                 8421           4117       1425
==> worst paths after layout <==
kind	depth (start not counted)	endpoint	slack [ps]
worst max-delay path	4	Dout[26]	4120
worst min-delay path	2	state[3]	450
worst min register to register	2	state[3]	450
worst max register to register	6	mem[2][27]	6950
==> area by class of cell <==
cell class	count	area (um^2)	share of cell area (%)
Clock buffer	18	439.2	5.215
Clock inverter	14	112.6	1.337
Inverter	8	30.03	0.3566
Multi-Input combinational cell	401	2811	33.39
Sequential cell	133	3944	46.84
Tap cell	220	275.3	3.269
Timing Repair Buffer	86	808.3	9.599
==> worst min-delay path, delay by kind of cell (launching register included) <==
| family | cells | cell delay [ps] |
|---|---|---|
| flops | 1 | 310 |
| simple gates | 2 | 90 |
==> cell families after synthesis <==
kind of cell / count (synthesis) / share of synthesized area (%)
compound gates: 58 / 6.020
xor+xnor: 27 / 3.479
fa+ha+maj: 2 / 0.3681
buf+inv: 45 / 2.614
flops: 133 / 58.03
mux: 33 / 10.75
other cells: 1 / 0.05518
simple gates: 253 / 18.69
==> sequential cells by signal, indices dropped and copies added (netlist names) <==
name and cells:
mem 128, state 4, _IRQ 1
==> layout by cell type, fill, tap and decap left out, drive strengths merged, types with 5 or more instances in the layout <==
master,instances
nor3,24
nand2,43
or2,6
or4,6
a21oi,20
clkbuf,18
buf,19
and3,12
or3,6
a221oi,9
mux4,32
xor2,19
and2,14
xnor2,8
nor4,18
conb,28
nand3,30
dfxtp,5
clkinv,9
nor2,82
inv,8
o21ai,6
edfxtp,128
clkdlybuf4s50,67
Power and IR drop assume default switching activity.
