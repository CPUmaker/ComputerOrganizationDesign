`design/flow/config.mk`:
```
export PLATFORM = sky130hd
export DESIGN_NAME = digital_driver
export DESIGN_NICKNAME = digital_driver
export VERILOG_FILES = /design/flow/design.v
export SDC_FILE = /design/flow/constraint.sdc
export NUM_CORES = 4
export LEC_CHECK = 1
export CORE_UTILIZATION = 40
```
`design/flow/constraint.sdc`:
```
current_design digital_driver

set clk_period 11.7
set clk_io_pct 0.2

create_clock -name clk0 -period $clk_period [get_ports {clk}]

set non_clock_inputs [all_inputs -no_clocks]
set_input_delay [expr $clk_period * $clk_io_pct] -clock clk0 $non_clock_inputs
set_output_delay [expr $clk_period * $clk_io_pct] -clock clk0 [all_outputs]
```
`design/flow/design.v`:
```
module digital_driver(
    input clk,
    input reset,
    input WE,
    input [3:0] BE,
    input [31:0] Addr,
    input [31:0] Din,
    output [31:0] Dout,
    output [3:0] digital_tube_sel0,
    output [3:0] digital_tube_sel1,
    output digital_tube_sel2,
    output [7:0] digital_tube0,
    output [7:0] digital_tube1,
    output [7:0] digital_tube2
);
reg [31:0] digital_reg [1:0];
reg [9:0] count;
wire CS_Digital;
wire [7:0] tube [18:0];
wire [31:0] offset;
assign  tube[0] = 8'h81,    tube[1] = 8'hcf,    tube[2] = 8'h92,    tube[3] = 8'h86,
        tube[4] = 8'hcc,    tube[5] = 8'ha4,    tube[6] = 8'ha0,    tube[7] = 8'h8f,
        tube[8] = 8'h80,    tube[9] = 8'h84,
        tube[10] = 8'h88,   tube[11] = 8'he0,   tube[12] = 8'hb1,   tube[13] = 8'hc2,
        tube[14] = 8'hb0,   tube[15] = 8'hb8,   tube[16] = 8'hff,   tube[17] = 8'hfe;
assign CS_Digital = (Addr >= 32'h0000_7f38 && Addr <= 32'h0000_7f3f) ? 1'b1 : 1'b0;
assign offset = Addr - 32'h0000_7f38;
assign Dout = digital_reg[offset[2]];
assign digital_tube_sel0 =  (reset)             ?   4'b0000 :
                            (count[9:8]==2'b00) ?   4'b0001 :
                            (count[9:8]==2'b01) ?   4'b0010 :
                            (count[9:8]==2'b10) ?   4'b0100 :
                            (count[9:8]==2'b11) ?   4'b1000 :
                                                    4'b0000;
assign digital_tube_sel1 =  (reset)             ?   4'b0000 :
                            (count[9:8]==2'b00) ?   4'b0001 :
                            (count[9:8]==2'b01) ?   4'b0010 :
                            (count[9:8]==2'b10) ?   4'b0100 :
                            (count[9:8]==2'b11) ?   4'b1000 :
                                                    4'b0000;
assign digital_tube_sel2 =  (reset) ? 1'b0 : 1'b1;
assign digital_tube0    =   (digital_tube_sel0==4'b0001)    ?   tube[digital_reg[0][3:0]]   :
                            (digital_tube_sel0==4'b0010)    ?   tube[digital_reg[0][7:4]]   :
                            (digital_tube_sel0==4'b0100)    ?   tube[digital_reg[0][11:8]]  :
                            (digital_tube_sel0==4'b1000)    ?   tube[digital_reg[0][15:12]] :
                                                                tube[16];
assign digital_tube1    =   (digital_tube_sel1==4'b0001)    ?   tube[digital_reg[0][19:16]] :
                            (digital_tube_sel1==4'b0010)    ?   tube[digital_reg[0][23:20]] :
                            (digital_tube_sel1==4'b0100)    ?   tube[digital_reg[0][27:24]] :
                            (digital_tube_sel1==4'b1000)    ?   tube[digital_reg[0][31:28]] :
                                                                tube[16];
assign digital_tube2    =   (digital_tube_sel2) ?   tube[digital_reg[1][3:0]]   :   tube[16];
always @(posedge clk) begin
    if(reset) begin
        digital_reg[0] <= 32'd0;
        digital_reg[1] <= 32'd0;
        count <= 10'd0;
    end
    else begin
        count <= count + 10'd1;
        if(WE & CS_Digital)
            case (offset[2])
                1'b0: digital_reg[0] <= Din;
                1'b1: digital_reg[1] <= {24'd0, Din[7:0]};
                default: ;
            endcase
    end
end
endmodule  
```
`design/flow/run.sh`:
```
#!/bin/bash
# OpenROAD 26Q1-2900-gdf79404cd8, Yosys 0.63+post, stock flow scripts
make -C /OpenROAD-flow-scripts/flow DESIGN_CONFIG=/design/flow/config.mk WORK_HOME=/design/flow/orfs finish
```
==> run summary <==
impl run done, here's what came out: YS chip area 0.004360 mm², total grt overflow 0, Max IR drop VDD 0.06576 mV, Reg power frac 50.2%, Gate power share 12.5%, cell internal pwr 263.9 µW, Final Setup Violations 0, DRT Pass-1 Iters 4, Hold Startpoint count[0], Synth top cell by count nor2_1, max reg flops 40, OpenROAD warnings 31, largest net degree at the start of global routing 65, Register-to-Register Setup Slack 10.47 ns, clock sink total 50, worst slew pin tran 0.8117 ns, ANT cells 0, vias in the first global route 3883, Data arrival, critical path 5.07 ns, Max Clock Skew 0.001132 ns, DRC violations left 0, hold path endpoint count[0], Max H-tree Level 2, Die Span Y 106.4 µm, Seq share, synth 22.96%, Async S/R FF share, synth 0%, final hold violation count 0, Mapped Avg Cell Area 7.280 µm², Switching Share 22.73%, Top cells by area dfxtp_1 (23%), mux2i_1 (9.6%), nor2_1 (8.0%), Worst-Skew Late Latency 0.31 ns, Rows 37, layout cell share with drive strength beyond 1 5.333%, pre-CTS setup slack 4.295 ns, Root Buffer clkbuf_8, Area growth syn-to-layout 26.66%, synth warn 10, Netlist Area Pre-Place 0.004360 mm², clk slew on worst S/H paths 0.10 ns, Finished Core Util 52.79%, Chip Area 0.01132 mm², status finished, final reports clean, NetSw 77.61 µW, Iter 0 DRT Violations 246, post-synth top area share 22.96%, cycle use final 63.35%, fin. max-slew vios 0, max cap viols 0, Crit. End Element output port, cts bufs inserted 5, Routability Congestion 0.8945, GRT Total Usage 21.52%, CP Launch Type input pin, RSZ-0062 raised after global routing false, Synth top cells by count nor2_1 (93), o21ai_0 (52), dfxtp_1 (50), post-synth top area cell dfxtp_1, Die X 106.4 µm, worst hold path class reg2reg, Worst Hold Depth 1, drt wl/cell 15.05 µm, Pwr per Cell Area 61.84 mW/mm², Unique masters post-synth 59, yosys stat cell total 599, R2R depth 5, Post-synth EDFFs 0, capturing point of the worst reg2reg path count[9], routed via count 4393, FP Util 41.68%, first-pass GRT wire length 19420 µm, post-layout min period 7.411 ns, CP Data Required Time 9.36 ns, vias per inst 5.417, Reg area 0.001001 mm², filler cell count 1028, ANT nets after route 0, Worst R2R Start count[3], Setup Buffers After CTS 0, Leak 0.001869 µW, Yosys reg bits 50, HPWL Detailed 8731 µm, detailed-route wire length 12200 µm, setup_tns 0 ns, f_max 0.1349 GHz, CTS tree yes, Worst Slack Setup Final 4.289 ns, CTS Hold Bufs 0, Core Box Area 0.01046 mm², Gate Count Post-Synth 599, clock share of power 37.3%, number of I/O port buffers 126, initial antenna violation count 0, Post-CTS Resized 0, maximum buffer depth of the clock tree 2, max_slew headroom 45.71%, top_reg_cell synth dfxtp_1, Setup CP Type in2out, I/O pin total 136, logic area 0.002878 mm², worst-path maximum fanout 64
worst max-delay path by stage:
stage,startpoint,endpoint
final,reset,digital_tube1[1]
after global routing,reset,digital_tube1[1]
after CTS,reset,digital_tube1[1]
kinds of logic after synthesis:
logic type,share of synthesized area [%]
buffers and inverters,11.22
DFF,22.96
AOI/OAI and AO/OA,22.84
xor gates and xnor gates,3.013
and+or+nand+nor,27.32
other,0.08600
muxes,10.67
adders and majority gates,1.894
placed cells by master (no fill, tap or decap), types with 5 or more instances in the layout:
cell type / n
clkdlybuf4s50_1: 125
nor2_1: 93
o21ai_0: 52
dfxtp_1: 50
nand2_1: 42
mux2i_1: 42
a21oi_1: 33
nor2b_1: 25
inv_1: 19
nor3_1: 14
nand2b_1: 11
o211ai_1: 11
a211oi_1: 10
a31oi_1: 10
xnor2_1: 9
or3b_2: 8
maj3_1: 7
nand3_1: 7
and2_1: 6
o221ai_1: 6
a31o_2: 6
nand4b_1: 6
xor2_1: 6
a311oi_1: 5
clkbuf_8: 5
metal layers:
layer  vias up  track usage [%]  wire [µm]
met5         -                0          0
met4         0            2.153        138
met3        12            2.814        809
met2       126            34.09       5417
met1      1998            32.78       5838
li1       2257                -          -
layout make-up:
type | count | area share [%]
multi-input cells | 467 | 52.11
repair buffers | 130 | 23.29
flip-flops and latches | 50 | 18.12
well taps | 136 | 3.081
inverters | 20 | 1.359
clock buffers | 5 | 1.246
clock inverters | 3 | 0.7929
through the flow:
stage / total power, µW / cell area, µm² / hold slack, ns / instances
6_report: 341.5 / 5523 / 0.4504 / 811
5_1_grt: 356.6 / 5523 / 0.4619 / 811
4_1_cts: 347.3 / 5523 / 0.4522 / 811
3_5_place_dp: 218.4 / 5410 / 0.4369 / 803
3_3_place_gp: 218.3 / 5410 / 0.4232 / 803
2_1_floorplan: 186.5 / 4368 / 0.4132 / 601
power groups by stage:
stage	Clock (µW)	Sequential (µW)	Combinational (µW)
finish	127	172	42.5
global route	139	172	46.1
CTS	133	172	43.2
critical path, cell delays in order:
cell and delay (ns):
buf_2 0.07, buf_4 0.54, clkinv_1 0.54, nand2_1 0.34, inv_1 0.17, o211ai_1 0.17
a32oi_1 0.18, a31oi_1 0.20, clkdlybuf4s50_1 0.50
Power and IR drop assume default switching activity.
